--- /design/flow/run.sh ---
#!/bin/bash
# OpenROAD 26Q1-2900-gdf79404cd8, Yosys 0.63+post, stock flow scripts
make -C /OpenROAD-flow-scripts/flow DESIGN_CONFIG=/design/flow/config.mk WORK_HOME=/design/flow/orfs finish
--- /design/flow/config.mk ---
export PLATFORM = sky130hd
export DESIGN_NAME = IR
export DESIGN_NICKNAME = IR
export VERILOG_FILES = /design/flow/design.v
export SDC_FILE = /design/flow/constraint.sdc
export NUM_CORES = 4
export LEC_CHECK = 1
export CORE_UTILIZATION = 50
--- /design/flow/constraint.sdc ---
current_design IR

set clk_period 2.8
set clk_io_pct 0.2

create_clock -name clk0 -period $clk_period [get_ports {clk}]

set non_clock_inputs [all_inputs -no_clocks]
set_input_delay [expr $clk_period * $clk_io_pct] -clock clk0 $non_clock_inputs
set_output_delay [expr $clk_period * $clk_io_pct] -clock clk0 [all_outputs]
--- /design/flow/design.v ---
module IR(clk,rst_n,IR,led_cs,led_db);
  input   clk;
  input   rst_n;
  input   IR;
  output [3:0] led_cs;
  output [7:0] led_db;
  reg [7:0] led_trans_db[4:0];
  reg [3:0] led_cs;
  reg [7:0] led_db;
  reg [7:0] led1,led2,led3,led4;
  reg [15:0] irda_data;     
  reg [31:0] get_data;      
  reg [5:0]  data_cnt;      
  reg [2:0]  cs,ns;
  reg error_flag;           
  reg irda_reg0;       
  reg irda_reg1;      
  reg irda_reg2;       
  wire irda_neg_pulse;
  wire irda_pos_pulse; 
  wire irda_chang;     
  reg[15:0] cnt_scan;
  always @ (posedge clk) 
    if(!rst_n)
      begin
        irda_reg0 <= 1'b0;
        irda_reg1 <= 1'b0;
        irda_reg2 <= 1'b0;
      end
    else
      begin
        irda_reg0 <= IR;
        irda_reg1 <= irda_reg0;
        irda_reg2 <= irda_reg1;
      end
  assign irda_chang = irda_neg_pulse | irda_pos_pulse;  
  assign irda_neg_pulse = irda_reg2 & (~irda_reg1);   
  assign irda_pos_pulse = (~irda_reg2) & irda_reg1;   
  reg [10:0] counter; 
  reg [8:0]  counter2; 
  wire check_9ms;   
  wire check_4ms;   
  wire low;         
  wire high;        
  always @ (posedge clk)
    if (!rst_n)
      counter <= 11'd0;
    else if (irda_chang)  
      counter <= 11'd0;
    else if (counter == 11'd1750)
      counter <= 11'd0;
    else
      counter <= counter + 1'b1;
always @ (posedge clk)
begin 
	if(counter==300)
	begin
		led_db = led_trans_db[0];
		led_cs <= 4'b1110; 
	end
	if(counter==600)
   begin 
	  led_db = led_trans_db[1];
	  led_cs <= 4'b1101; 
	end
	if(counter==900)
	begin
      led_db = led_trans_db[2];
		led_cs <= 4'b1011; 
	end
	if(counter==1200)
	begin
		led_db = led_trans_db[3];
		led_cs <= 4'b0111; 
	end
	if(counter==1500)
	begin
		led_db = led_trans_db[3];
		led_cs <= 4'b1111; 
	end
end 
  always @ (posedge clk)
    if (!rst_n)
      counter2 <= 9'd0;
    else if (irda_chang)  
      counter2 <= 9'd0;
    else if (counter == 11'd1750)
      counter2 <= counter2 +1'b1;
  assign check_9ms = ((217 < counter2) & (counter2 < 297)); 
  assign check_4ms = ((88 < counter2) & (counter2 < 168));   
  assign low  = ((6 < counter2) & (counter2 < 26));          
  assign high = ((38 < counter2) & (counter2 < 58));         
    parameter IDLE       = 3'b000, 
              LEADER_9   = 3'b001,  
              LEADER_4   = 3'b010,  
              DATA_STATE = 3'b100; 
  always @ (posedge clk)
    if (!rst_n)
      cs <= IDLE;
    else
      cs <= ns; 
  always @ ( * )
    case (cs)
      IDLE:
        if (~irda_reg1)
          ns = LEADER_9;
        else
          ns = IDLE;
      LEADER_9:
        if (irda_pos_pulse)    
          begin
            if (check_9ms)
              ns = LEADER_4;
            else
              ns = IDLE;
          end
        else  
          ns =LEADER_9;
      LEADER_4:
        if (irda_neg_pulse)   
          begin
            if (check_4ms)
              ns = DATA_STATE;
            else
              ns = IDLE;
          end
        else
          ns = LEADER_4;
      DATA_STATE:
        if ((data_cnt == 6'd32) & irda_reg2 & irda_reg1)
          ns = IDLE;
        else if (error_flag)
          ns = IDLE;
        else
          ns = DATA_STATE;
      default:
        ns = IDLE;
    endcase
  always @ (posedge clk)
    if (!rst_n)
      begin
        data_cnt <= 6'd0;
        get_data <= 32'd0;
        error_flag <= 1'b0;
      end
    else if (cs == IDLE)
      begin
        data_cnt <= 6'd0;
        get_data <= 32'd0;
        error_flag <= 1'b0;
      end
    else if (cs == DATA_STATE)
      begin
        if (irda_pos_pulse)   
          begin
            if (!low)   
              error_flag <= 1'b1;
          end
        else if (irda_neg_pulse)   
          begin
            if (low)
              get_data[0] <= 1'b0;
            else if (high)
              get_data[0] <= 1'b1;
            else
              error_flag <= 1'b1;
            get_data[31:1] <= get_data[30:0];
            data_cnt <= data_cnt + 1'b1;
          end
      end
  always @ (posedge clk)
    if (!rst_n)
      irda_data <= 16'd0;
    else if ((data_cnt ==6'd32) & irda_reg1)
  begin
   led1 <= get_data[7:0]; 
   led2 <= get_data[15:8]; 
   led3 <= get_data[23:16];
   led4 <= get_data[31:24];
  end
always@(led1) 
begin
	case(led1)
        8'b01101000: 
			led_trans_db[0]=8'b1100_0000;
		8'b00110000: 
			led_trans_db[0]=8'b1111_1001;   
		8'b00011000: 
			led_trans_db[0]=8'b1010_0100;   
		8'b01111010: 
			led_trans_db[0]=8'b1011_0000;   
		8'b00010000: 
			led_trans_db[0]=8'b1001_1001;   
		8'b00111000: 
			led_trans_db[0]=8'b1001_0010;   
		8'b01011010: 
			led_trans_db[0]=8'b1000_0010;   
		8'b01000010: 
			led_trans_db[0]=8'b1111_1000;   
		8'b01001010: 
			led_trans_db[0]=8'b1000_0000;   
		8'b01010010: 
			led_trans_db[0]=8'b1001_0000;   
	   default: led_trans_db[0]=8'b1000_1110;
	 endcase
end
always@(led2) 
begin
	case(led2)
        8'b01101000: 
			led_trans_db[1]=8'b1100_0000;   
		8'b00110000: 
			led_trans_db[1]=8'b1111_1001;   
		8'b00011000: 
			led_trans_db[1]=8'b1010_0100;   
		8'b01111010: 
			led_trans_db[1]=8'b1011_0000;   
		8'b00010000: 
			led_trans_db[1]=8'b1001_1001;   
		8'b00111000: 
			led_trans_db[1]=8'b1001_0010;   
		8'b01011010: 
			led_trans_db[1]=8'b1000_0010;   
		8'b01000010: 
			led_trans_db[1]=8'b1111_1000;   
		8'b01001010: 
			led_trans_db[1]=8'b1000_0000;   
		8'b01010010: 
			led_trans_db[1]=8'b1001_0000;   
	   default: led_trans_db[1]=8'b1000_1110;
	 endcase
end
always@(led3) 
begin
	case(led3)
        8'b01101000: 
			led_trans_db[2]=8'b1100_0000;   
		8'b00110000: 
			led_trans_db[2]=8'b1111_1001;   
		8'b00011000: 
			led_trans_db[2]=8'b1010_0100;   
		8'b01111010: 
			led_trans_db[2]=8'b1011_0000;   
		8'b00010000: 
			led_trans_db[2]=8'b1001_1001;   
		8'b00111000: 
			led_trans_db[2]=8'b1001_0010;   
		8'b01011010: 
			led_trans_db[2]=8'b1000_0010;   
		8'b01000010: 
			led_trans_db[2]=8'b1111_1000;   
		8'b01001010: 
			led_trans_db[2]=8'b1000_0000;   
		8'b01010010: 
			led_trans_db[2]=8'b1001_0000;   
	   default: led_trans_db[2]=8'b1000_1110;
	 endcase
end
always@(led4) 
begin
	case(led4)
        8'b01101000: 
			led_trans_db[3]=8'b1100_0000;   
		8'b00110000: 
			led_trans_db[3]=8'b1111_1001;   
		8'b00011000: 
			led_trans_db[3]=8'b1010_0100;   
		8'b01111010: 
			led_trans_db[3]=8'b1011_0000;   
		8'b00010000: 
			led_trans_db[3]=8'b1001_1001;   
		8'b00111000: 
			led_trans_db[3]=8'b1001_0010;   
		8'b01011010: 
			led_trans_db[3]=8'b1000_0010;   
		8'b01000010: 
			led_trans_db[3]=8'b1111_1000;   
		8'b01001010: 
			led_trans_db[3]=8'b1000_0000;   
		8'b01010010: 
			led_trans_db[3]=8'b1001_0000;   
	   default: led_trans_db[3]=8'b1000_1110;
	 endcase
end
endmodule 
==> results.py <==
# Physical implementation metrics
metrics = {
    "final_timing": {
        "fin_setup_tns_ns": 0,
        "finalClockPeriodUsage_pct": 88.58,
        "worst_pin_slew_ns": 0.6197,
        "finalSetupViolations": 0,
        "rsz0062_at_grt": "false",
        "hold_viol": 0,
        "slew_violations": 0,
        "post-route-min-period_ns": 2.480,
        "skew_ns": 0.01534,
        "relSlewSlack_pct": 58.37,
        "fmax_ghz": 0.4032,
    },
    "worst_setup_path": {
        "cp.arrival_ns": 2.59,
        "required_ns": 2.91,
        "end_kind": "flop",
        "r2r_setup_slack_ns": 0.32,
        "rr_worst_depth": 8,
        "slowest_delay_ns": 0.54,
        "rr_endpoint": "led_db[3]",
        "worstPathCellList": "inv_1, ha_1, and4b_1, and4bb_1, nor2_2, or4_1, o31ai_1, nor3_1",
        "crit_family": "simple AND/OR/NAND/NOR gates",
        "start_kind": "flop",
        "cp_slowest_cell": "or4_1",
        "rr_startpoint": "counter[0]",
        "cp.buffers_inverters": 1,
        "critPathMaxFanout": 7,
        "crit_type": "flop to flop",
    },
    "yosys": {
        "ys_seq_share_pct": 49.09,
        "ys_types": 64,
        "top_area_cell": "dfxtp_1",
        "synthFlopType": "dfxtp_1",
        "synth_area_per_cell_um2": 8.988,
        "ys_ff": 109,
        "yosys-stat-area_mm2": 0.005240,
        "edf_count": 39,
        "syn-instance-count": 583,
        "async_flop_share_pct": 0,
        "topCellsByArea": "dfxtp_1, edfxtp_1, nand2_1, a21oi_1, nor2_1",
        "ys_cells": 583,
        "syn-cell-area_mm2": 0.005240,
        "yosys_warnings": 2,
        "top_area_share_pct": 26.74,
    },
    "place": {
        "dpl.cell_count": 701,
        "portBuffers": 13,
        "hpwl_mm": 6.595,
        "place.gp.congestion": 0.9014,
    },
    "cts": {
        "clock-sinks": 109,
        "cts.path.max_buffers": 2,
        "post_cts_buffers": 0,
        "htree_num_levels": 3,
        "clk_pin_slew_ns": 0.10,
        "cts-resized-gates": 0,
        "clkLatencyLatePin_ns": 0.37,
        "tritoncts": "built",
        "cts_made_buffers": 9,
        "root_buffer": "clkbuf_8",
        "ctsHoldBuffers": 0,
    },
    "floorplan": {
        "core_mm2": 0.01023,
        "chipArea_mm2": 0.01089,
        "placementRows": 37,
        "initial_core_util_pct": 51.22,
        "die_height_um": 104.4,
        "fp.dieW_um": 104.4,
        "num_io_pins": 15,
    },
    "drt": {
        "wl_per_cell_um": 13.46,
        "routed_wl_mm": 9.652,
        "ant_nets": 0,
        "diodes": 0,
        "drt-pass1-iter-count": 4,
        "first_iter_violations": 276,
        "drc": 0,
        "viasPerCell": 5.473,
        "vias": 3924,
    },
    "worst_hold_path": {
        "holdPathEnd": "led4[7]",
        "hp-start": "get_data[31]",
        "whs_path_depth": 0,
        "hold_path_class": "flop to flop",
    },
    "layout": {
        "drive_above_1_share_pct": 6.713,
        "utilization_pct": 55.31,
        "syn2layout_area_growth_pct": 7.999,
        "instances_no_fill": 717,
        "n_fill_cell": 901,
    },
    "global_routing": {
        "grt.total_usage_pct": 19.22,
        "gr-total-overflow": 0,
        "grt_max_degree": 40,
        "antenna_found_initial": 0,
        "grt_pass1_vias": 3409,
        "grt_pass1_wl_mm": 16.39,
    },
    "job": {
        "maxCapViolCount": 0,
        "openroad.warnings": 29,
    },
    "power": {
        "cellLeakagePower_nw": 1.867,
        "cellPowerDensity_mw_per_mm2": 483.4,
        "power.total_mw": 2.736,
        "peakVddDrop_uv": 304.6,
    },
    "outcome": {
        "status": "complete, no violations",
    },
}
## how the worst max path moves through the flow
stage / start / to / slack (ns) / cells past startpoint
final: counter[0] / led_db[3] / 0.32 / 8
after global routing: counter[0] / led_db[3] / 0.15 / 6
after CTS: counter[0] / led_db[3] / 0.33 / 8
## report_power, final
part | internal, mW | total, mW | switching [mW]
clock | 0.513 | 1.04 | 0.532
sequential | 1.63 | 1.64 | 0.00703
combinational | 0.0182 | 0.0504 | 0.0322
total | 2.16 | 2.74 | 0.571
## cells by family after synthesis
family | after synthesis | share of synthesized area (%)
AND-OR/OR-AND | 114 | 13.16
adder cells (fa/ha/maj) | 8 | 1.910
buffers and inverters | 55 | 4.250
multiplexers | 2 | 0.3821
flip-flops | 109 | 49.09
XOR/XNOR | 24 | 4.011
AND/OR/NAND/NOR | 270 | 27.13
other | 1 | 0.07156
## stage by stage
stage	cell area [um2]	setup WS, ns	hold slack (ns)
finish	5659	0.3197	0.4427
CTS	5659	0.3279	0.4399
global route	5659	0.1459	0.4437
detailed placement	5439	0.3652	0.4175
floorplan	5240	0.6090	0.4081
global placement	5439	0.4606	0.4145
## cells in the mapped netlist (8+ instances only)
| cell | count |
|---|---|
| inv_1 | 17 |
| o21ai_0 | 22 |
| or3_1 | 12 |
| nand3b_1 | 8 |
| nand3_1 | 13 |
| nand2_1 | 99 |
| a21oi_1 | 53 |
| nor3_1 | 18 |
| nand4_1 | 13 |
| edfxtp_1 | 39 |
| a31oi_1 | 8 |
| xnor2_1 | 11 |
| dfxtp_1 | 70 |
| xor2_1 | 13 |
| ha_1 | 8 |
| nor2_1 | 45 |
| clkbuf_1 | 26 |
## cells in the final DEF (no fill, tap or decap), types with 3 or more instances in the layout
master / synthesis / layout
nor4bb_1: 5 / 5
nand3_1: 13 / 13
inv_1: 17 / 17
nor2b_1: 7 / 7
xnor2_1: 11 / 11
clkbuf_8: 0 / 9
nand3b_1: 8 / 8
or2_2: 3 / 3
nor3_1: 18 / 18
and2_1: 7 / 7
nor2_1: 45 / 45
clkdlybuf4s50_1: 0 / 13
a21oi_1: 53 / 53
nand2_1: 99 / 99
nand4_1: 13 / 13
nor4_1: 4 / 4
edfxtp_1: 39 / 39
o22ai_1: 3 / 3
and3_1: 4 / 4
nor4b_1: 3 / 3
a31oi_1: 8 / 8
ha_1: 8 / 8
or4_1: 3 / 3
dfxtp_1: 70 / 70
xor2_1: 13 / 13
or3_1: 12 / 12
a211oi_1: 3 / 3
o211ai_1: 3 / 3
nand4b_1: 3 / 3
buf_4: 2 / 7
o21ai_0: 22 / 22
nand2b_1: 6 / 6
a32oi_1: 3 / 3
## routing by layer
layer | GRT usage (%) | vias to the layer above | routed length [um]
li1 | - | 2060 | -
met1 | 35.13 | 1792 | 5237
met2 | 25.73 | 64 | 3995
met3 | 2.813 | 8 | 311
met4 | 2.959 | 0 | 108
met5 | 0 | - | 0
## layout make-up
| type | instances | area [um2] | area share, % |
|---|---|---|---|
| clock buffers | 10 | 127.6 | 2.255 |
| clock inverters | 6 | 92.59 | 1.636 |
| inverters | 17 | 63.81 | 1.128 |
| well taps | 136 | 170.2 | 3.007 |
| flip-flops and latches | 109 | 2572 | 45.46 |
| multi-input cells | 419 | 2450 | 43.29 |
| repair buffers | 20 | 182.7 | 3.228 |
## state kept, by name, indices dropped and copies added, names as in the netlist, 7 cells and up
register,cells
led1,8
led4,8
led_db,7
led3,8
counter,11
led2,8
get_data,32
counter2,9
Power figures rest on the tool's default switching activity, not on a simulated workload.
