==> /design/flow/design.v <==
module I2C_READ(
       clk,
rst_n,
scl,sda,data
              );
 input clk; 
input rst_n; 
output scl; 
inout  sda; 
output [15:0] data; 
reg [15:0]data_r;  
reg scl; 
reg sda_r; 
reg sda_link; 
reg [7:0]scl_cnt; 
reg [2:0]cnt; 
reg [25:0]timer_cnt; 
reg [3:0]data_cnt; 
reg [7:0]address_reg; 
reg [8:0]state; 
 always@(posedge clk or negedge rst_n)  
    begin  
        if(!rst_n)  
            scl_cnt <= 8'd0;  
        else if(scl_cnt == 8'd199)   
            scl_cnt <= 8'd0;  
        else  
            scl_cnt <= scl_cnt + 1'b1;  
    end  
always@(posedge clk or negedge rst_n)  
    begin  
        if(!rst_n)  
            cnt <= 3'd5;  
        else   
            case(scl_cnt)   
                8'd49: cnt <= 3'd1; 
                8'd99: cnt <= 3'd2; 
                8'd149:cnt <= 3'd3; 
                8'd199:cnt <= 3'd0; 
               default: cnt <= 3'd5;  
            endcase  
    end  
always@(posedge clk or negedge rst_n)  
    begin  
        if(!rst_n)  
            scl <= 1'b0;  
        else if((cnt == 3'd0))  
            scl <= 1'b1;  
        else if((cnt == 3'd2))  
            scl <= 1'b0;  
    end  
 always@(posedge clk or negedge rst_n)  
    begin  
        if(!rst_n)  
            timer_cnt <= 26'd0;  
        else if(timer_cnt == 26'd49999999)   
            timer_cnt <= 26'd0;  
        else   
            timer_cnt <= timer_cnt + 1'b1;  
    end  
 parameter IDLE  = 9'b0_0000_0000,  
             START  = 9'b0_0000_0010,  
             ADDRESS    = 9'b0_0000_0100,  
             ACK1       = 9'b0_0000_1000,  
             READ1  = 9'b0_0001_0000,  
             ACK2       = 9'b0_0010_0000,  
             READ2  = 9'b0_0100_0000,  
             NACK       = 9'b0_1000_0000,  
             STOP       = 9'b1_0000_0000;  
 always@(posedge clk or negedge rst_n)  
    begin  
        if(!rst_n)  
            begin  
                data_r  <= 16'd0;  
                sda_r       <= 1'b1;  
                sda_link    <= 1'b1;  
                state       <= IDLE;  
                address_reg <= 15'd0;  
                data_cnt    <= 4'd0;  
            end  
        else   
            case(state)  
                IDLE:  
                    begin  
                        sda_r   <= 1'b1;  
                        sda_link <= 1'b1;  
                        if(timer_cnt == 26'd49999999)  
                            state <= START;  
                        else  
                            state <= IDLE;  
                    end  
                START: 
                    begin  
                        if((cnt == 3'd1))  
                            begin  
                                sda_r       <= 1'b0;  
                                sda_link    <= 1'b1;  
                                address_reg <= 8'b1001_0001;  
                                state           <= ADDRESS;  
                                data_cnt        <= 4'd0;  
                            end  
                        else  
                            state <= START;  
                    end  
                ADDRESS: 
                    begin  
                        if((cnt == 3'd3))  
                            begin  
                                if(data_cnt == 4'd8) 
                                    begin  
                                        state   <= ACK1;  
                                        data_cnt <=  4'd0;  
                                        sda_r       <= 1'b1;  
                                        sda_link    <= 1'b0;  
                                    end  
                                else 
                                    begin  
                                        state   <= ADDRESS;  
                                        data_cnt <= data_cnt + 1'b1;  
                                        case(data_cnt)  
                                            4'd0: sda_r <= address_reg[7];  
                                            4'd0: sda_r <= address_reg[7];  
                                            4'd1: sda_r <= address_reg[6];  
                                            4'd2: sda_r <= address_reg[5];  
                                            4'd3: sda_r <= address_reg[4];  
                                            4'd4: sda_r <= address_reg[3];  
                                            4'd5: sda_r <= address_reg[2];  
                                            4'd6: sda_r <= address_reg[1];  
                                            4'd7: sda_r <= address_reg[0];  
                                            default: ;  
                                        endcase  
                                    end  
                            end  
                        else  
                            state <= ADDRESS;  
                    end  
                ACK1: 
                    begin  
                        if(!sda && ((cnt == 3'd1)))  
                            state <= READ1;  
                        else if((cnt == 3'd2))  
                            state <= READ1;  
                        else  
                            state <= ACK1;  
                    end  
                READ1: 
                    begin  
                        if(((cnt == 3'd3)) && (data_cnt == 4'd8)) 
                            begin  
                                state   <= ACK2;  
                                data_cnt <= 4'd0;  
                                sda_r       <= 1'b1;  
                                sda_link    <= 1'b1;  
                            end  
                        else if((cnt == 3'd1)) 
                            begin  
                                data_cnt <= data_cnt + 1'b1;  
                                case(data_cnt)  
                                    4'd0: data_r[15] <= sda;  
                                    4'd1: data_r[14] <= sda;  
                                    4'd2: data_r[13] <= sda;  
                                    4'd3: data_r[12] <= sda;  
                                    4'd4: data_r[11] <= sda;  
                                    4'd5: data_r[10] <= sda;  
                                    4'd6: data_r[9]  <= sda;  
                                    4'd7: data_r[8]  <= sda;  
                                    default: ;  
                                endcase  
                            end  
                        else  
                            state <= READ1;  
                    end  
                ACK2: 
                    begin     
                        if((cnt == 3'd3))  
                            sda_r <= 1'b0;  
                        else if((cnt == 3'd2))  
                            begin  
                                sda_r   <= 1'b1;  
                                sda_link    <= 1'b0;  
                                state       <= READ2;  
                            end  
                        else  
                            state <= ACK2;  
                    end  
                READ2: 
                    begin  
                        if(((cnt == 3'd3)) && (data_cnt == 4'd8))  
                            begin  
                                state   <= NACK;  
                                data_cnt <= 4'd0;  
                                sda_r       <= 1'b1;  
                                sda_link    <= 1'b1;  
                            end  
                        else if((cnt == 3'd1))  
                            begin  
                                data_cnt <= data_cnt + 1'b1;  
                                case(data_cnt)  
                                    4'd0: data_r[7] <= sda;  
                                    4'd1: data_r[6] <= sda;  
                                    4'd2: data_r[5] <= sda;  
                                    4'd3: data_r[4] <= sda;  
                                    4'd4: data_r[3] <= sda;  
                                    4'd5: data_r[2] <= sda;  
                                    4'd6: data_r[1]  <= sda;  
                                    4'd7: data_r[0]  <= sda;  
                                    default: ;  
                                endcase  
                            end  
                        else  
                            state <= READ2;  
                    end  
                NACK: 
                    begin  
                        if((cnt == 3'd3))  
                            begin  
                                state <= STOP;  
                                sda_r   <= 1'b0;  
                            end  
                        else  
                            state <= NACK;  
                    end  
                STOP:  
                    begin  
                        if((cnt == 3'd1))  
                            begin  
                                state <= IDLE;  
                                sda_r <= 1'b1;  
                            end  
                        else  
                            state <= STOP;  
                    end  
                default: state <= IDLE;  
            endcase  
    end  
assign sda   = sda_link ? sda_r: 1'bz;  
assign data  = data_r;  
endmodule
module SEG_D(clk,rst_n,seg,data,cs);  
input clk;  
input rst_n;  
input [15:0]data; 
output [7:0] seg;  
output [3:0] cs;  
reg [7:0] seg;  
reg [3:0] cs;  
reg [4:0] dataout_buf;  
reg [1:0] disp_dat;  
reg [16:0] delay_cnt;  
always@(posedge clk,negedge rst_n)  
   begin   
        if(!rst_n)  
             delay_cnt<=16'd0;  
         else if(delay_cnt==16'd50000)  
           delay_cnt<=16'd0;  
         else   
           delay_cnt<=delay_cnt +1;  
   end   
always@(posedge clk,negedge rst_n)  
   begin   
      if(!rst_n)  
          disp_dat<=2'd0;  
        else if(delay_cnt==16'd50000)  
          disp_dat<=disp_dat+1'b1;  
        else  
          disp_dat<=disp_dat;  
    end  
always@(disp_dat)  
   begin   
       case(disp_dat)  
           2'b00: cs=4'b1110;  
            2'b01: cs=4'b1101;  
            2'b10: cs=4'b1011;  
            default cs=4'b1111;  
     endcase   
   end  
always@(cs)  
   begin   
      case(cs)  
        4'b1110:dataout_buf=data[15:5]%10;   
          4'b1101:dataout_buf=(data[15:5]/10)%10;  
          4'b1011:dataout_buf=data[15:5]/100; 
          default dataout_buf=0;  
        endcase   
   end   
always@(dataout_buf)  
begin   
     case(dataout_buf)  
          4'h0 : seg = 8'hc0;  
          4'h1 : seg = 8'hf9;  
         4'h2 : seg = 8'ha4;  
         4'h3 : seg = 8'hb0;  
          4'h4 : seg = 8'h99;  
         4'h5 : seg = 8'h92;  
          4'h6 : seg = 8'h82;  
           4'h7 : seg = 8'hf8;  
           4'h8 : seg = 8'h80;  
          4'h9 : seg = 8'h90;  
            4'ha : seg = 8'h88;  
            4'hb : seg = 8'h83;  
            4'hc : seg = 8'hc6;  
            4'hd : seg = 8'ha1;  
            4'he : seg = 8'h86;  
            4'hf : seg = 8'h8e;  
       default : seg =8'hc0;   
    endcase   
end  
endmodule   
module LM75A_test(clk,rst_n,scl,sda,cs,seg);
input clk,rst_n; 
output scl;   
inout sda;    
output[3:0] cs;   
output[7:0] seg;   
wire done;     
wire[15:0] data; 
I2C_READ I2C_READ(
        .clk(clk),
 .rst_n(rst_n),
 .scl(scl),
 .sda(sda),
 .data(data)
              );
SEG_D  SEG_D(
       .clk(clk),
.rst_n(rst_n),
.cs(cs),
.seg(seg),
.data(data)
         );
endmodule
==> /design/flow/run.sh <==
#!/bin/bash
# OpenROAD 26Q1-2900-gdf79404cd8, Yosys 0.63+post, stock flow scripts
make -C /OpenROAD-flow-scripts/flow DESIGN_CONFIG=/design/flow/config.mk WORK_HOME=/design/flow/orfs finish
==> /design/flow/config.mk <==
export PLATFORM = sky130hd
export DESIGN_NAME = LM75A_test
export DESIGN_NICKNAME = LM75A_test
export VERILOG_FILES = /design/flow/design.v
export SDC_FILE = /design/flow/constraint.sdc
export NUM_CORES = 4
export LEC_CHECK = 1
export CORE_UTILIZATION = 30
==> /design/flow/constraint.sdc <==
current_design LM75A_test

set clk_period 25.2
set clk_io_pct 0.2

create_clock -name clk0 -period $clk_period [get_ports {clk}]

set non_clock_inputs [all_inputs -no_clocks]
set_input_delay [expr $clk_period * $clk_io_pct] -clock clk0 $non_clock_inputs
set_output_delay [expr $clk_period * $clk_io_pct] -clock clk0 [all_outputs]
==> flow_summary.toml <==
# physical design summary
[clock_network]
numCtsBuffers = 9
cts-resized-gates = 9
cts-root-buf = "clkbuf_16"
cts_hold_buf = 0
cts_buffer_depth = 2
cts_htree_levels = 3
post-cts-setup-buffers = 0
cts.sinks = 84

[logic_synthesis]
ys_async_sr_fraction_pct = 100
top_area_share_pct = 22.4
seq_area_frac_synth_pct = 23.0
yosys_register_bits = 84
synth.area.top_cells = "dfrtp_1 (22%), ha_1 (9.7%), nor2_1 (5.4%)"
synth_warnings = 3
avgSynthCellArea_um2 = 8.08
edf_count = 0
top_area_cell = "dfrtp_1"
yosysCellCount = 1132
synthCells = 1132
syn-cell-area_um2 = 9140
synth_chip_area_um2 = 9140
flop_cell = "dfrtp_1"
yosysUniqueCellTypes = 119

[place]
gp_congestion = 0.946
hpwl_um = 16700
placed_area_um2 = 9740
numPortBuffers = 12

[floorplanning]
die_width_um = 177
num_io_pins = 16
fp-row-count = 63
initCoreUtil_pct = 30.7
die_y_um = 177

[run_status]
haltStage = "4_1_cts"
error = "[error] [KeplerFormal.cpp:679] Workflow failed: Iso has multiple drivers: .sda0, sda$_DFFE_PN1P_.Q0"
status = "did not finish"
-- logic make-up after synthesis --
group                      after synthesis  share of synthesized area, %
xor gates and xnor gates                88                          8.51
AOI/OAI and AO/OA                      302                          24.3
other                                    2                        0.0821
and+or+nand+nor                        476                          26.9
buffers and inverters                   77                          3.59
muxes                                   26                          3.18
DFF                                     84                          23.0
adders and majority gates               77                          10.4
-- synthesized netlist by cell type, types with 8 or more instances --
| cell type | n |
|---|---|
| nor2_1 | 131 |
| nand2_1 | 107 |
| dfrtp_1 | 82 |
| ha_1 | 71 |
| o21ai_0 | 71 |
| a21oi_1 | 55 |
| inv_1 | 48 |
| xnor2_1 | 48 |
| nand3_1 | 44 |
| xor2_1 | 39 |
| nor3_1 | 35 |
| nand4_1 | 21 |
| a31oi_1 | 20 |
| nor2b_1 | 20 |
| clkbuf_1 | 17 |
| nand2b_1 | 16 |
| a21o_1 | 12 |
| and3_1 | 12 |
| mux2i_1 | 12 |
| o21a_1 | 12 |
| and2_1 | 10 |
| mux2_2 | 9 |
| nand3b_1 | 9 |
| nor4_1 | 9 |
| or2_2 | 9 |
| o22ai_1 | 8 |
-- metrics by stage --
stage,worst slack (ns),instances,total power (W)
detailed placement,-0.386,1523,0.000141
global placement,0.0518,1523,0.000141
floorplan,0.773,1133,0.000138
Power figures rest on the tool's default switching activity, not on a simulated workload.
