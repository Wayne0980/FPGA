==> flow/design.v <==
`timescale 1ns / 1ns
module VGA_Char(	
				clk,
				hsync,vsync,vga_r,vga_g,vga_b,
				seg,dig	
			);
reg  clk_25m;
input  clk;	
output hsync;	
output vsync;	
output vga_r;
output vga_g;
output vga_b;
reg[9:0] x_cnt;		
reg[9:0] y_cnt;		
output[7:0] seg;
output[3:0] dig;
reg [7:0] seg;
reg [3:0] dig;
reg [36:0] count;
parameter hsync_end   = 10'd95,
   hdat_begin  = 10'd143,
   hdat_end  = 10'd783,
   hpixel_end  = 10'd799,
   vsync_end  = 10'd1,
   vdat_begin  = 10'd34,
   vdat_end  = 10'd514,
   vline_end  = 10'd524;
always @ (posedge clk)
begin
clk_25m = ~clk_25m;    
end
always@(posedge clk_25m)
begin
	count = count +1;
	if(count==1000)
	begin
		seg = 8'hc7;
		dig = 4'b1110;  
	end
	if(count==2000)
   begin 
	   seg = 8'hf9;
		dig = 4'b1101;  
	end
	if(count==3000)
	begin
      seg = 8'h8c;
		dig = 4'b1011;  
	end
	if(count==4000)
	begin
		seg = 8'h92;
		dig = 4'b0111;  
	end
	if(count==4001)
		count = 0;
end
always @ (posedge clk_25m)
	if(x_cnt == hpixel_end) x_cnt <= 10'd0;
	else x_cnt <= x_cnt+1'b1;
always @ (posedge clk_25m)
	if(y_cnt == vline_end) y_cnt <= 10'd0;
	else if(x_cnt == hpixel_end) y_cnt <= y_cnt+1'b1;
reg hsync_r,vsync_r;	
always @ (posedge clk_25m)
	if(x_cnt == 10'd0) hsync_r <= 1'b0;	
	else if(x_cnt == hsync_end) hsync_r <= 1'b1;
always @ (posedge clk_25m)
	if(y_cnt == 10'd0) vsync_r <= 1'b0;	
	else if(y_cnt == 10'd2) vsync_r <= 1'b1;
assign hsync = hsync_r;
assign vsync = vsync_r;
reg valid_yr;	
always @ (posedge clk_25m)
	if(y_cnt == vdat_begin) valid_yr <= 1'b1;
	else if(y_cnt == hdat_end) valid_yr <= 1'b0;	
wire valid_y = valid_yr;
reg valid_r;	
always @ (posedge clk_25m)
	if((x_cnt == hdat_begin) && valid_y) valid_r <= 1'b1;
	else if((x_cnt == hdat_end) && valid_y) valid_r <= 1'b0;
wire valid = valid_r;		
wire[9:0] y_dis;	
assign y_dis = y_cnt - vdat_begin;
parameter 			
char_line0 = 192'h000000000000000000000000 ,
char_line1 = 192'h000000000000000000000000 ,
char_line2 = 192'h000000000000000000000000 ,
char_line3 = 192'h000000000000000000000000 ,
char_line4 = 192'h000000000000000000000000 ,
char_line5 = 192'h000000000000000000000000 ,
char_line6 = 192'h00fe10fffe0007ffe0ffe000,
char_line7 = 192'h0383f07fffc001ff807f8000,
char_line8 = 192'h0700f00e01f0003c001f0000,
char_line9 = 192'h0600780e0078003c000e0000,
char_line10= 192'h0c00380e001c0018000e0000,
char_line11= 192'h0C00380e000e0018000e0000,
char_line12= 192'h0C00180e000e0018000e0000,
char_line13= 192'h1C00180e000f0018000e0000,
char_line14= 192'h1C00080e00070018000e0000,
char_line15= 192'h1e00080e00070018000e0000,
char_line16= 192'h0f00000e00070018000e0000,
char_line17= 192'h0f80000e00070018000e0000,
char_line18= 192'h07c0000e000f0018000e0000,
char_line19= 192'h07e0000e000e0018000e0000,
char_line20= 192'h00FC000e001e0018000e0000,
char_line21= 192'h003F800e001c0018000e0000,
char_line22= 192'h000FC00e00780018000e0000,
char_line23= 192'h0007E00e01f00018000e0000,
char_line24= 192'h0001F00fffc00018000e0000,
char_line25= 192'h0000F80e78000018000e0000,
char_line26= 192'h0000780e00000018000e0000,
char_line27= 192'h00003C0e00000018000e0000,
char_line28= 192'h00003C0e00000018000e0000,
char_line29= 192'h20001C0e00000018000e0000,
char_line30= 192'h30001C0e00000018000e0000,
char_line31= 192'h30001C0e00000018000e0000,
char_line32= 192'h18001C0e00000018000e0000,
char_line33= 192'h18001C0e00000018000e0000,
char_line34= 192'h1C00380e00000018000e0000,
char_line35= 192'h1E00380e00000018000e0000,
char_line36= 192'h1F00700e00000018000e0000,
char_line37= 192'h1F81E00f0000003c000e0006,
char_line38= 192'h187F800f0000003c000e000e,
char_line39= 192'h0000003fc00001ff801e003e,
char_line40= 192'h000000fff00007ffe03ffffc,
char_line41= 192'h000000000000000000000000,
char_line42= 192'h000000000000000000000000,
char_line43= 192'h000000000000000000000000,
char_line44= 192'h000000000000000000000000,
char_line45= 192'h000000000000000000000000,
char_line46= 192'h000000000000000000000000,
char_line47= 192'h000000000000000000000000;
reg[7:0] char_bit;	
always @(posedge clk_25m)
	if(x_cnt == 10'd442) char_bit <= 9'd96;
	else if(x_cnt > 10'd442 && x_cnt < 10'd540) char_bit <= char_bit-1'b1;	
reg[7:0] vga_rgb;	
always @ (posedge clk_25m)
	if(!valid) vga_rgb <= 8'd0;
	else if(x_cnt > 10'd442 && x_cnt < 10'd540) begin
		case(y_dis)
			10'd231: if(char_line0[char_bit]) vga_rgb <= 8'b011_000_11;	 
					 else vga_rgb <= 8'b111_11111;	 
			10'd232: if(char_line1[char_bit]) vga_rgb <= 8'b011_000_11;	 
					 else vga_rgb <= 8'b111_11111;	 
			10'd233: if(char_line2[char_bit]) vga_rgb <= 8'b011_000_11;	 
					 else vga_rgb <= 8'b111_11111;	 
			10'd234: if(char_line3[char_bit]) vga_rgb <= 8'b011_000_11;	 
					 else vga_rgb <= 8'b111_11111;	 
			10'd235: if(char_line4[char_bit]) vga_rgb <= 8'b011_000_11;	 
					 else vga_rgb <= 8'b111_11111;	 
			10'd236: if(char_line5[char_bit]) vga_rgb <= 8'b011_000_11;	 
					 else vga_rgb <= 8'b111_11111;	 
			10'd237: if(char_line6[char_bit]) vga_rgb <= 8'b011_000_11;	 
					 else vga_rgb <= 8'b111_11111;	 
			10'd238: if(char_line7[char_bit]) vga_rgb <= 8'b011_000_11;	 
					 else vga_rgb <= 8'b111_11111;	 
			10'd239: if(char_line8[char_bit]) vga_rgb <= 8'b111_111_11;	 
					 else vga_rgb <= 8'b111_11111;	 
			10'd240: if(char_line9[char_bit]) vga_rgb <= 8'b111_111_11;	 
					 else vga_rgb <= 8'b111_11111;	 
			10'd241: if(char_line10[char_bit]) vga_rgb <= 8'b011_000_11;	 
					 else vga_rgb <= 8'b111_11111;	 
			10'd242: if(char_line11[char_bit]) vga_rgb <= 8'b011_000_11;	 
					 else vga_rgb <= 8'b111_11111;	 
			10'd243: if(char_line12[char_bit]) vga_rgb <= 8'b111_111_11;	 
					 else vga_rgb <= 8'b111_11111;	 
			10'd244: if(char_line13[char_bit]) vga_rgb <= 8'b111_111_11;	 
					 else vga_rgb <= 8'b111_11111;	 
			10'd245: if(char_line14[char_bit]) vga_rgb <= 8'b011_000_11;	 
					 else vga_rgb <= 8'b111_11111;	 
			10'd246: if(char_line15[char_bit]) vga_rgb <= 8'b011_000_11;	 
					 else vga_rgb <= 8'b111_11111;	 
			10'd247: if(char_line16[char_bit]) vga_rgb <= 8'b111_111_11;	
					 else vga_rgb <= 8'b111_11111;	
			10'd248: if(char_line17[char_bit]) vga_rgb <= 8'b111_111_11;	
					 else vga_rgb <= 8'b111_11111;	
			10'd249: if(char_line18[char_bit]) vga_rgb <= 8'b011_000_11;	
					else vga_rgb <= 8'b111_11111;	
			10'd250: if(char_line19[char_bit]) vga_rgb <= 8'b011_000_11;	
							 else vga_rgb <= 8'b111_11111;	
			10'd251: if(char_line20[char_bit]) vga_rgb <= 8'b111_111_11;	
							 else vga_rgb <= 8'b111_11111;	
			10'd252: if(char_line21[char_bit]) vga_rgb <= 8'b111_111_11;	
							 else vga_rgb <= 8'b111_11111;	
			10'd253: if(char_line22[char_bit]) vga_rgb <= 8'b011_000_11;	
							 else vga_rgb <= 8'b111_11111;	
			10'd254: if(char_line23[char_bit]) vga_rgb <= 8'b011_000_11;	
							 else vga_rgb <= 8'b111_11111;	
			10'd255: if(char_line24[char_bit]) vga_rgb <= 8'b111_111_11;	
							 else vga_rgb <= 8'b111_11111;	
			10'd256: if(char_line25[char_bit]) vga_rgb <= 8'b111_111_11;	
							 else vga_rgb <= 8'b111_11111;	
			10'd257: if(char_line26[char_bit]) vga_rgb <= 8'b011_000_11;	
							 else vga_rgb <= 8'b111_11111;	
			10'd258: if(char_line27[char_bit]) vga_rgb <= 8'b011_000_11;	
							 else vga_rgb <= 8'b111_11111;	
			10'd259: if(char_line28[char_bit]) vga_rgb <= 8'b111_111_11;	
							 else vga_rgb <= 8'b111_11111;	
			10'd260: if(char_line29[char_bit]) vga_rgb <= 8'b111_111_11;	
							 else vga_rgb <= 8'b111_11111;	
			10'd261: if(char_line30[char_bit]) vga_rgb <= 8'b011_000_11;	
							 else vga_rgb <= 8'b111_11111;	
			10'd262: if(char_line31[char_bit]) vga_rgb <= 8'b011_000_00;	
							 else vga_rgb <= 8'b111_11111;	
			10'd263: if(char_line32[char_bit]) vga_rgb <= 8'b111_111_11;	
							 else vga_rgb <= 8'b111_11111;	
			10'd264: if(char_line33[char_bit]) vga_rgb <= 8'b111_111_11;	
							 else vga_rgb <= 8'b111_11111;	
			10'd265: if(char_line34[char_bit]) vga_rgb <= 8'b011_000_00;	
							 else vga_rgb <= 8'b111_11111;	
			10'd266: if(char_line35[char_bit]) vga_rgb <= 8'b011_000_00;	
							 else vga_rgb <= 8'b111_11111;	
			10'd267: if(char_line36[char_bit]) vga_rgb <= 8'b111_111_11;	
							 else vga_rgb <= 8'b111_11111;	
			10'd268: if(char_line37[char_bit]) vga_rgb <= 8'b111_111_11;	
							 else vga_rgb <= 8'b111_11111;	
			10'd269: if(char_line38[char_bit]) vga_rgb <= 8'b011_000_00;	
							 else vga_rgb <= 8'b111_11111;	
			10'd270: if(char_line39[char_bit]) vga_rgb <= 8'b011_000_00;	
							 else vga_rgb <= 8'b111_11111;	
			10'd271: if(char_line40[char_bit]) vga_rgb <= 8'b011_000_00;	
							 else vga_rgb <= 8'b111_11111;	
			10'd272: if(char_line41[char_bit]) vga_rgb <= 8'b011_000_00;	
							 else vga_rgb <= 8'b111_11111;	
			10'd273: if(char_line42[char_bit]) vga_rgb <= 8'b011_000_00;	
							 else vga_rgb <= 8'b111_11111;	
			10'd274: if(char_line43[char_bit]) vga_rgb <= 8'b011_000_00;	
							 else vga_rgb <= 8'b111_11111;	
			10'd275: if(char_line44[char_bit]) vga_rgb <= 8'b011_000_00;	
							 else vga_rgb <= 8'b111_11111;	
			10'd276: if(char_line45[char_bit]) vga_rgb <= 8'b011_000_00;	
							 else vga_rgb <= 8'b111_11111;	
			10'd277: if(char_line46[char_bit]) vga_rgb <= 8'b011_000_00;	
							 else vga_rgb <= 8'b111_11111;	
			10'd278: if(char_line47[char_bit]) vga_rgb <= 8'b011_000_00;	
							 else vga_rgb <= 8'b111_11111;	
		default: vga_rgb <= 8'h00;
		endcase
	end
	else vga_rgb <= 8'h00;
assign vga_r = vga_rgb[7];
assign vga_g = vga_rgb[4];
assign vga_b = vga_rgb[1];
endmodule
==> flow/run.sh <==
#!/bin/bash
# OpenROAD 26Q1-2900-gdf79404cd8, Yosys 0.63+post, stock flow scripts
make -C /OpenROAD-flow-scripts/flow DESIGN_CONFIG=/design/flow/config.mk WORK_HOME=/design/flow/orfs finish
==> flow/config.mk <==
export PLATFORM = sky130hd
export DESIGN_NAME = VGA_Char
export DESIGN_NICKNAME = VGA_Char
export VERILOG_FILES = /design/flow/design.v
export SDC_FILE = /design/flow/constraint.sdc
export NUM_CORES = 4
export LEC_CHECK = 1
export CORE_UTILIZATION = 50
==> flow/constraint.sdc <==
current_design VGA_Char

set clk_period 2.0
set clk_io_pct 0.2

create_clock -name clk0 -period $clk_period [get_ports {clk}]

set non_clock_inputs [all_inputs -no_clocks]
set_input_delay [expr $clk_period * $clk_io_pct] -clock clk0 $non_clock_inputs
set_output_delay [expr $clk_period * $clk_io_pct] -clock clk0 [all_outputs]
==> impl_metrics.env <==
# flow metrics
export IMPL_status="finished clean"
export IMPL_diodes=0
export IMPL_fmax_mhz=2260
export IMPL_antenna_found_initial=0
export IMPL_avgSynthCellArea_sq_um=7.71
export IMPL_yosysCellCount=739
export IMPL_num_vias=5193
export IMPL_setup_viol=0
export IMPL_hold_path_class="reg -> reg"
export IMPL_rows=38
export IMPL_ir_worst_vdd_mv=0.0218
export IMPL_p_per_area_mw_per_mm2=3.47
export IMPL_dp_hpwl_um=9850
export IMPL_synthArstFlopShare_pct=0
export IMPL_fillCellCount=1054
export IMPL_clk_pin_slew_ps=0
export IMPL_busiest_layer="met1"
export IMPL_cts_hold_buffers=0
export IMPL_cp_max_fo=2
export IMPL_synth_cells=739
export IMPL_mi_logic_area_sq_mm=0.00373
export IMPL_finalHoldViolations=0
export IMPL_ys_flops=82
export IMPL_netlist_area_leader_share_pct=28.8
export IMPL_critPathSlowestCell="dfxtp_2"
export IMPL_gp_congestion=0.951
export IMPL_maxSlewHeadroom_pct=40.3
export IMPL_use_met2_pct=34.1
export IMPL_worst_hold_slack_ps=364
export IMPL_die_w_um=109
export IMPL_crit_required_ps=1890
export IMPL_regArea_sq_mm=0.00164
export IMPL_flop_cell="dfxtp_1"
export IMPL_antenna_left=0
export IMPL_remaining_drc_errors=0
export IMPL_grt_overflow=0
export IMPL_synth_dominant_cell_count="dfxtp_1"
export IMPL_routed_wl_um=13000
export IMPL_crit_start="clk_25m$_DFF_P_"
export IMPL_crit_path_cell_trace="inv_1"
export IMPL_untimed_endpoints=97
export IMPL_use_met3_pct=1.77
export IMPL_cp_endpoint="clk_25m$_DFF_P_"
export IMPL_dieArea_sq_mm=0.0118
export IMPL_timing_max_cap_violations=0
export IMPL_post_cts_buffers=0
export IMPL_ys_warnings_count=1
export IMPL_cts_resized=0
export IMPL_crit_type="reg -> reg"
export IMPL_vias_per_cell=6.08
export IMPL_post_route_period_util_pct=22.1
export IMPL_arrival_ps=330
export IMPL_drt_wirelength_per_cell_um=15.2
export IMPL_grt_util_met1_pct=40.5
export IMPL_synth_area_sq_mm=0.00570
export IMPL_die_y_um=109
export IMPL_grt_pass1_vias=4556
export IMPL_top_area_cell="dfxtp_1"
export IMPL_min_path_cells=1
export IMPL_grt_pass1_wl_um=22300
export IMPL_dr_pass1_iters=4
export IMPL_cp_num_buf_inv=1
export IMPL_fp_util_pct=51.9
export IMPL_grt_usage_pct=23.6
export IMPL_insertion_delay_ps=0
export IMPL_ys_top_cells_by_count="dfxtp_1 (82), nor2_1 (73), nand2_1 (68)"
export IMPL_portBuffers=16
export IMPL_synth_cell_types=75
export IMPL_tightestPinTransition_ps=894
export IMPL_finalCriticalPeriod_ps=443
export IMPL_io_pin_count=18
export IMPL_max_stage_delay_ps=300
export IMPL_finalMaxSlewViolations=0
export IMPL_syn2layout_area_growth_pct=3.05
export IMPL_drtIter0Drc=454
export IMPL_reg2reg_from="clk_25m$_DFF_P_"
export IMPL_yosys_area_sq_mm=0.00570
export IMPL_path_depth=1
export IMPL_r2r_cells=1
export IMPL_rsz0062_at_grt="no"
export IMPL_worstSetupStartpointType="flop"
export IMPL_area_leaders="dfxtp_1 (29%), xnor2_1 (6.6%), ha_1 (5.3%), nor2_1 (4.8%), nand2_1 (4.5%)"
export IMPL_unclocked_regs=81
export IMPL_ys_seq_share_pct=28.8
export IMPL_p_leak_uw=0.00195
export IMPL_finalClockSkew_ps=0
export IMPL_worstSetupEndpointType="flop"
export IMPL_regToRegEndpoint="clk_25m$_DFF_P_"
export IMPL_warning_count=45
export IMPL_drive_above_1_share_pct=3.64
export IMPL_enable_flop_cells=0
export IMPL_grt_max_degree=82
export IMPL_core_sq_mm=0.0110
export IMPL_r2r_setup_slack_ps=1560
export IMPL_critPathTopFamily="flip-flops"
export IMPL_setup_tns_ps=0
==> layout make-up <==
type | instances | share of cell area (%)
inverters | 33 | 2.11
well taps | 140 | 2.98
multi-input cells | 577 | 63.5
repair buffers | 22 | 3.49
flip-flops and latches | 82 | 28.0
==> cells in the final DEF (no fill, tap or decap), drive strengths merged, types with 5 or more instances in the layout <==
| cell | instances |
|---|---|
| dfxtp | 82 |
| nor2 | 74 |
| nand2 | 68 |
| xnor2 | 43 |
| nand3 | 42 |
| o21ai | 34 |
| a21oi | 32 |
| inv | 30 |
| ha | 24 |
| nor4 | 21 |
| xor2 | 21 |
| nor3 | 20 |
| clkdlybuf4s50 | 16 |
| nand4 | 14 |
| a31oi | 12 |
| or3 | 11 |
| nand2b | 11 |
| mux2i | 10 |
| nor2b | 9 |
| and3 | 9 |
| o311ai | 9 |
| and4 | 8 |
| or4 | 8 |
| o22ai | 7 |
| a211oi | 6 |
| buf | 6 |
| or2 | 5 |
| and2 | 5 |
| o31ai | 5 |
==> per-layer routing <==
layer	up-vias	wire length, um	part of all wire (%)
met2	129	5370	41
met3	7	698	5.4
met1	2421	6850	53
li1	2636	-	-
met5	-	0	0
met4	0	51	0.39
==> per-stage QoR <==
| stage | power [uW] | instance area [sq um] | std cells | utilization, % | setup WS, ps |
|---|---|---|---|---|---|
| 2_1_floorplan | 21.7 | 5700 | 739 | - | 502 |
| 3_3_place_gp | 20.4 | 5870 | 854 | 53.5 | 1560 |
| 3_5_place_dp | 20.4 | 5870 | 854 | 53.5 | 1550 |
| 4_1_cts | 20.4 | 5870 | 854 | 53.5 | 1550 |
| 5_1_grt | 20.5 | 5870 | 854 | 53.5 | 1540 |
| 6_report | 20.4 | 5870 | 854 | 53.5 | 1560 |
==> cells by family (layout without fill, tap and decap cells) <==
family                   after synthesis  after routing  synth area share [%]
AND-OR/OR-AND                        159            159                  19.1
XOR/XNOR                              64             64                  9.83
flip-flops                            82             82                  28.8
other                                  1              1                0.0658
AND/OR/NAND/NOR                      316            316                  28.8
adder cells (fa/ha/maj)               24             24                  5.27
multiplexers                          13             13                  2.35
buffers and inverters                 80             55                  5.82
==> flip-flops by register name (all words and copies together) (netlist names) <==
register / cells
valid_yr: 1
hsync_r: 1
vsync_r: 1
x_cnt: 10
valid_r: 1
char_bit: 8
vga_rgb: 2
y_cnt: 10
clk_25m: 1
dig: 4
count: 37
seg: 6
==> worst min-delay path by stage <==
| stage | end | startpoint | slack [ps] |
|---|---|---|---|
| CTS | clk_25m$_DFF_P_ | clk_25m$_DFF_P_ | 370 |
| global route | clk_25m$_DFF_P_ | clk_25m$_DFF_P_ | 380 |
| finish | clk_25m$_DFF_P_ | clk_25m$_DFF_P_ | 360 |
==> where the power goes <==
part	switching (uW)	total [uW]	internal (uW)	leakage, uW
logic	0.0323	0.0336	0	0.00129
registers	0	20.3	20.3	0.000661
clock network	0	0	0	0
total	0.0323	20.4	20.3	0.00195
No activity file was given, so power comes from the tool's default toggle rates.
